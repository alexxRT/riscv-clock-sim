$ cat ./config.mk
export PLATFORM = sky130hd
export DESIGN_NAME = flopr
export DESIGN_NICKNAME = flopr
export VERILOG_FILES = /design/flow/design.v
export SDC_FILE = /design/flow/constraint.sdc
export NUM_CORES = 4
export LEC_CHECK = 1
export CORE_AREA = 10 10 85 85
export DIE_AREA = 0 0 95 95
$ cat ./constraint.sdc
current_design flopr

set clk_period 1.0
set clk_io_pct 0.2

create_clock -name clk0 -period $clk_period [get_ports {clk}]

set non_clock_inputs [all_inputs -no_clocks]
set_input_delay [expr $clk_period * $clk_io_pct] -clock clk0 $non_clock_inputs
set_output_delay [expr $clk_period * $clk_io_pct] -clock clk0 [all_outputs]
$ cat ./design.v
module flopr (input clk,                output reg[31:0] q,
              input reset,
              input wire[31:0] d
);
    always @(posedge clk or posedge reset) begin
        if (reset)
            q <= 0;
        else
            q <= d;
    end
endmodule
$ cat ./run.sh
#!/bin/bash
# OpenROAD 26Q1-2900-gdf79404cd8, Yosys 0.63+post, stock flow scripts
make -C /OpenROAD-flow-scripts/flow DESIGN_CONFIG=/design/flow/config.mk WORK_HOME=/design/flow/orfs finish
==> run notes <==
• 95 µm — floorplan die height
• no — RSZ-0062 raised after global routing
• 94.6% — cycle use final
• 0 — multi-input combinational gate total
• 0.698 nW — leakage component of the power
• 2.48 mm — final wirelength
• 0% — compound-gate portion of the synthesized area
• 6.01% — grt met1 use
• register to primary output — critical path class
• 0.155 ns — worst-margin pin slew
• 87.2% — Area growth, synth to finish
• 1 — Synthesis Warnings
• 0% — synthesized-area fraction occupied by and/or/nand/nor cells
• 2 — distinct cell type count after synthesis
• 66 — ports placed on the boundary
• 89.7% — worst-case headroom to the max-slew limit
• 0% — mux cell area share after synthesis
• 0 — final hold violation count
• 95 µm — floorplan die width
• 0 ns — final sum of negative setup slack
• 25 — count of warning messages emitted by the tools
• 0 — Hold Buf Count CTS
• 0% — adder-cell area share of the yosys netlist
• register — startpoint kind of the worst setup timing path
• dfrtp_1 100%, inv_1 0.47% — main area contributors
• 0 — Max Transition Viols Final
• 805 µm² — yosys stat chip area
• q x32 — largest registers
• 0.0543 ns — slack of the critical path
• flip-flops — family with the most delay on the worst path
• 2 — number of detailed-routing iterations run before antenna repair
• 2.08 mm — final HPWL from detailed placement
• 1740 nW/µm² — power per cell area
• 32 — count of clock tree sinks
• yes — CTS tree
• 0.75 ns — critical path data arrival time
• 1 — number of design-rule violations left by the first detailed-router iteration
• 0 — total congestion overflow
• 99.5% — sequential fraction of the synthesis area
• 2.99 — detail-routed via count per cell
• 0 — total setup violations reported at the end of the flow
• 2 — CTS max path bufs
• 65 — port buffer count
• 99.5% — area share of the largest cell type after synthesis
• 0 — Max-cap violations
• buf_2 — cells along the critical path
• 1060 MHz — FMAX
• 0.80 ns — data required time of the worst path
• 801 µm² — Flop area
• 13.7 µm — per-cell routed wire length
• 14.7% — pre-placement core utilization
• 7.67% — GR Layer Usage met2
• 5.52% — combined global-route utilization of all metal layers
• 33 — cell count after synthesis
• dfrtp_1 — cell taking the most area after synthesis
• 1570 µm² — area post-placement
• dfrtp_1 — highest-delay cell along the critical path
• 32 — number of register bits inferred by synthesis
• completed — result of the run
• 0 — post-route ant nets
• 0.946 ns — post-layout minimum cycle time
• 577 — fillcell total
• 13 — pin count of the biggest net entering global routing
• input pin to async pin — Worst Hold Class
• 620 — number of global-route vias before repair
• buffers and inverters — biggest combinational cell group after synthesis
• 2 — depth of the CTS H-tree
• 0.402 mV — maximum VDD drop
• 0.695 — global placement routability congestion
• 1510 µm² — post-route cell area
• q — Reg with most FFs
• 0.06 ns — clock input transition at the sequential cells of the worst setup and hold paths
• 33 — yosys cell count
• 0% — area share of xor/xnor cells in the synthesized design
• 541 — number of vias in the routed layout
• 27 — Placement Rows
• 0.293 ns — worst hold slack after final layout
• 0.36 ns — largest stage delay on the critical path
• 5.29% — met3 Track Usage GR
• 5 — total clock buffers created by CTS
• 9030 µm² — area enclosed by the die boundary
• 0.0212 ns — placement-stage worst setup slack
• 1 — number of antenna violations at the first check in global routing
• met2 — most utilized layer in the global route result
• 24.4 µm² — Mapped Avg Cell Area
• 38.9% — fraction of layout cells with a size suffix above 1
• 32 — number of flip-flops under the largest register name
• 0 — number of remaining DRC errors
• 805 µm² — cell area after synthesis
• 3.74 mm — first-pass GRT wire length
• 27.5% — Final Core Density
• 1 — count of buffering cells on the critical path with inverters included
• 0 µm² — area of the multi-input gates
• clkbuf_8 — root cell of the clock tree
• 5470 µm² — Std-Cell Core Area
• primary output — type of element capturing the critical path
• 1 — Max FO, Critical Path
-- routing by layer --
layer / share of wire [%] / routed length, µm / vias up
li1: - / - / 248
met1: 33 / 827 / 248
met2: 43 / 1080 / 39
met3: 21 / 514 / 6
met4: 2.4 / 60 / 0
met5: 0 / 0 / -
-- report_power, final --
| group | internal, W | switching, W | total, W |
|---|---|---|---|
| clock | 0.000612 | 0.000427 | 0.00104 |
| combinational | 0.000160 | 0.0000543 | 0.000215 |
| sequential | 0.00136 | 0.0000124 | 0.00137 |
-- kinds of logic (layout without fill, tap and decap cells) --
kind of cell / count (synthesis) / count (layout)
buffers and inverters: 1 / 76
flip-flops: 32 / 32
other: 0 / 1
-- placed cells by master, fill, tap and decap left out --
cell type	synthesis	final
clkbuf_8	0	7
buf_4	0	3
diode_2	0	1
dfrtp_1	32	32
inv_1	1	1
clkdlybuf4s50_1	0	33
buf_2	0	32
-- cells in the mapped netlist --
| library cell | instances |
|---|---|
| dfrtp_1 | 32 |
| inv_1 | 1 |
-- what timing repair did --
action | in CTS | in global routing
gates resized | 96 | 0
buffers inserted | 0 | 0
setup endpoints to repair | 32 | 0
-- how the worst max path moves through the flow --
| stage | from | slack, ns | endpoint | depth (start not counted) |
|---|---|---|---|---|
| 4_1_cts | q[8]$_DFF_PP0_ | 0.03 | q[8] | 1 |
| 5_1_grt | q[2]$_DFF_PP0_ | 0.0005 | q[2] | 1 |
| 6_report | q[10]$_DFF_PP0_ | 0.05 | q[10] | 1 |
-- per-stage QoR --
step           std cells  power, W
2_1_floorplan         33   0.00140
3_3_place_gp         173   0.00168
3_5_place_dp         173   0.00169
4_1_cts              180   0.00270
5_1_grt              180   0.00280
6_report             181   0.00262
-- final cells by class --
type | instances | area share [%]
tap | 72 | 5.98
timing repair buffer | 68 | 34.1
sequential | 32 | 53.2
antenna | 1 | 0.166
clock buffer | 7 | 6.40
inverter | 1 | 0.249
Power figures rest on the tool's default switching activity, not on a simulated workload.
